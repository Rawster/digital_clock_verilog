## flow/run.sh

```bash
#!/bin/bash
# OpenROAD 26Q1-2900-gdf79404cd8, Yosys 0.63+post, stock flow scripts
make -C /OpenROAD-flow-scripts/flow DESIGN_CONFIG=/design/flow/config.mk WORK_HOME=/design/flow/orfs finish
```

## flow/config.mk

```make
export PLATFORM = sky130hd
export DESIGN_NAME = main
export DESIGN_NICKNAME = main
export VERILOG_FILES = /design/flow/design.v
export SDC_FILE = /design/flow/constraint.sdc
export NUM_CORES = 4
export LEC_CHECK = 1
export CORE_UTILIZATION = 30
```

## flow/constraint.sdc

```tcl
current_design main

set clk_period 2.4
set clk_io_pct 0.2

create_clock -name clk0 -period $clk_period [get_ports {clk}]

set non_clock_inputs [all_inputs -no_clocks]
set_input_delay [expr $clk_period * $clk_io_pct] -clock clk0 $non_clock_inputs
set_output_delay [expr $clk_period * $clk_io_pct] -clock clk0 [all_outputs]
```

## flow/design.v

```verilog
module clock_counter (
    input wire inc_min,
    input wire inc_hour,
    input wire inc_min_auto,
    input wire start,
    input wire clk,
    output reg [3:0] min_units = 0,
    output reg [3:0] min_tens = 0,
    output reg [3:0] hour_units = 0,
    output reg [3:0] hour_tens = 0
);
always @(posedge clk) begin
    if (start) begin
        if (inc_min_auto) begin
            if (min_units < 9) begin
                min_units <= min_units + 1;
            end else begin
                min_units <= 0;
                if (min_tens < 5) begin
                    min_tens <= min_tens + 1;
                end else begin
                    min_tens <= 0;
                    if (hour_units < 9) begin
                        hour_units <= hour_units + 1;
                    end else begin
                        hour_units <= 0;
                        if (hour_tens < 2) begin
                            hour_tens <= hour_tens + 1;
                        end else begin
                            hour_tens <= 0;
                        end
                    end
                end
            end
        end
    end else begin
        if (inc_hour) begin
            if (hour_units < 9) begin
                hour_units <= hour_units + 1;
            end else begin
                hour_units <= 0;
                if (hour_tens < 2) begin
                    hour_tens <= hour_tens + 1;
                end else begin
                    hour_tens <= 0;
                end
            end
        end
        if (inc_min) begin
            if (min_units < 9) begin
                min_units <= min_units + 1;
            end else begin
                min_units <= 0;
                if (min_tens < 5) begin
                    min_tens <= min_tens + 1;
                end else begin
                    min_tens <= 0;
                end
            end
        end
    end
    if (hour_units == 4 && hour_tens == 2) begin
        hour_units <= 0;
        hour_tens <= 0;
    end
end
endmodule
module debounce_pulse (
    input wire clk,          
    input wire slow_clk,     
    input wire button,       
    output reg pulse_out     
);
    reg [3:0] shiftregister = 4'b0000; 
    reg debounced_signal = 0;     
    reg last_state = 0;           
    always @(posedge clk)  if (slow_clk) shiftregister <= {shiftregister[2:0], button};
	 always @(posedge clk) begin
		  if (shiftregister == 4'b1111) debounced_signal <= 1;     
		  else if (shiftregister == 4'b0000) debounced_signal <= 0;  
		  last_state <= debounced_signal;                            
	  end
	  always @(*) begin
			if (debounced_signal == 1 && last_state == 0) pulse_out <= 1;   
			else pulse_out <= 0;   
	  end
endmodule
module decoderBCD (
    input wire [3:0] BCD,  
    output reg [6:0] seg   
);
    always @(*) begin
        case (BCD)
            4'b0000: seg = 7'b0000001; 
            4'b0001: seg = 7'b1001111; 
            4'b0010: seg = 7'b0010010; 
            4'b0011: seg = 7'b0000110; 
            4'b0100: seg = 7'b1001100; 
            4'b0101: seg = 7'b0100100; 
            4'b0110: seg = 7'b0100000; 
            4'b0111: seg = 7'b0001111; 
            4'b1000: seg = 7'b0000000; 
            4'b1001: seg = 7'b0000100; 
            default: seg = 7'b1111111; 
        endcase
    end
endmodule
module main(
	clk,
	START,
	UM,
	UG,
	digit0,
	digit1,
	digit2,
	digit3
);
input wire	clk;
input wire	START;
input wire	UM;
input wire	UG;
output wire	[6:0] digit0;
output wire	[6:0] digit1;
output wire	[6:0] digit2;
output wire	[6:0] digit3;
wire	[3:0] hour_tens;
wire	[3:0] hour_units;
wire	[3:0] min_tens;
wire	[3:0] min_units;
wire	pulse_min_inc;
wire	pulse_hour_inc;
wire	auto_minute_clk;
wire	slow_clk;
wire	UM_debounced;
wire	UG_debounced;
assign	UG_debounced = ~UG;
assign	UM_debounced = ~UM;
debounce_pulse debounce_UM (
	.clk(clk),
	.slow_clk(slow_clk),
	.button(UM_debounced),
	.pulse_out(pulse_min_inc)
);
debounce_pulse debounce_UG (
	.clk(clk),
	.slow_clk(slow_clk),
	.button(UG_debounced),
	.pulse_out(pulse_hour_inc)
);
clock_counter clock_unit (
	.inc_min(pulse_min_inc),
	.inc_hour(pulse_hour_inc),
	.inc_min_auto(auto_minute_clk),
	.start(START),
	.clk(clk),
	.hour_tens(hour_tens),
	.hour_units(hour_units),
	.min_tens(min_tens),
	.min_units(min_units)
);
decoderBCD decode_min_units (
	.BCD(min_units),
	.seg(digit0)
);
decoderBCD decode_min_tens (
	.BCD(min_tens),
	.seg(digit1)
);
decoderBCD decode_hour_units (
	.BCD(hour_units),
	.seg(digit2)
);
decoderBCD decode_hour_tens (
	.BCD(hour_tens),
	.seg(digit3)
);
Prescaler prescaler_unit (
	.clk(clk),
	.start(START),
	.clock_1_60Hz(auto_minute_clk),
	.clock_1000Hz(slow_clk)
);
endmodule
module Prescaler (
    input wire clk,
     input wire start,
    output reg clock_1_60Hz,
    output reg clock_1000Hz
);
    reg [15:0] count_1_60Hz = 0;
    reg [15:0] count_1000Hz = 0;
    reg pulse_1_60Hz = 0;
    reg pulse_1000Hz = 0;
    localparam MAX_COUNT_1_60Hz = 60000 - 1;
    localparam MAX_COUNT_1000Hz = 50000 - 1;
    always @(posedge clk) begin
		  if(~start) count_1_60Hz <= 0;
        if (count_1000Hz == MAX_COUNT_1000Hz) begin
            pulse_1000Hz <= 1;
            count_1000Hz <= 0;
			  if (count_1_60Hz == MAX_COUNT_1_60Hz) begin
					  pulse_1_60Hz <= 1;
					  count_1_60Hz <= 0;
				end
				else begin
					count_1_60Hz <= count_1_60Hz + 1;
			  end
        end 
        else begin
            pulse_1000Hz <= 0;
				count_1000Hz <= count_1000Hz + 1;
				pulse_1_60Hz <= 0;
			  end
    end
    always @(*) begin
        clock_1_60Hz = pulse_1_60Hz;
        clock_1000Hz = pulse_1000Hz;
    end
endmodule
```

==> results.txt <==
Numbers from the implementation run.

The run finished with clean final reports. Endpoints with negative setup slack in the final report add up to 0. After synthesis the netlist holds a flip-flop and latch count of 62. The area fraction in and, or, nand and nor cells after synthesis is 26.2%. The capture point of the critical path was reported as digit0[2]. Summing over the stages, the warning tally comes to 41. The remaining antenna violation count is 0. The routability congestion estimate is 0.799. The cell total after placement is 551. The largest individual stage delay along the critical path comes from the cell sky130_fd_sc_hd__edfxtp_1. In the final report, the number of pins over their slew limit comes to 0.

Once layout is complete, the cells apart from fillers number 579. For this run, the number of Yosys warnings is 4. After synthesis the cells add up to 0.00346 mm2.

The depth of the CTS H-tree is 3. Clock-pin slew was measured on the worst setup and hold paths at 0.05 ns. Summed over all layers, the routed wires come to 6350 um. The maximum vdd ir drop is 445 uV. The largest non-sequential cell family by area is simple AND/OR/NAND/NOR gates. According to the I/O placement log, the pin count is 32. The worst setup path is captured at an output port. For this design the static power due to leakage is 1.75 nW. The total iterations of the first detailed-routing run is 4. The post-synthesis chip area from yosys is 0.00346 mm2. The worst reg-to-reg setup slack is 0.37 ns.

The overall chip area is 0.0120 mm2. The reg-to-reg endpoint is prescaler_unit.count_1_60Hz[2]$_SDFFCE_PP0P_. In this build the clock could be raised as far as 434 MHz. The biggest fanout along the worst timing path is 4. The gate count of the mapped netlist is 384.

The wire length of the first global-routing pass is 10400 um. The worst pin sits at a relative slew slack of 73.2%. The number of hold-slack violations in the final timing report is 0.

The clock latency on the worst-skew pair is 0.32 ns. Clock tree synthesis inserted a total of 9 buffers. The library cell used as clock root buffer is sky130_fd_sc_hd__clkbuf_16. The total of fill cells in the finished design is 1046.

The cell sequence reported for the critical path is buf_4 > or2_2 > a21oi_2 > a21oi_1 > clkdlybuf4s50_1. Summed over all nets, the half-perimeter wirelength after detailed placement is 4370 um. The critical path arrival is 1.82 ns.

The number of distinct library cells after synthesis is 37. The worst path needs 2.30 ns of the cycle, external delays included. The final standard cell utilization of the core is 40.2%. The worst-case hold slack is 0.391 ns.

The routed via count is 2707. In the Yosys report, the sequential cells make up 45.2% of the chip area. The startpoint class of the critical path is a flip-flop. The measured slew at the worst slew-check pin is 0.402 ns. The clock arrives with 0.00491 ns of skew. The antenna cell count is 0. TritonCTS reports the number of clock sinks as 62. The total DRC errors in the routed layout is 0. The maximum root-to-sink buffer count is 2. Relative to the synthesized area, the layout overhead comes to 28.4%. The detailed router finished its first iteration with 164 violations.

The total power is 3.17 mW. The worst flop-to-flop path startpoint is prescaler_unit.count_1000Hz[11]$_SDFF_PP0_. The number of antenna violations at the first check in global routing is 0.

The remaining global-route overflow is 0. The final critical path takes up 96.0% of the cycle. According to the floorplan report, the die height is 109 um. The row count is 38. The number of hold buffers added after CTS was 0. In the Yosys report the total cell count is 384. The synthesized-area fraction occupied by ao, oa, aoi and oai cells is 8.73%. The launch point of the critical path was reported as clock_unit.min_units[0]$_SDFFCE_PP0P_. The multiplexer area fraction after synthesis is 1.48%. The area of the placeable core is 0.0110 mm2. The via count of the first global-routing pass was 2385. In the final layout, the share of cells above drive strength 1 is 15.3%. The tally of buffers added on design ports is 31. Global routing used 11.1% of the available tracks.

The synthesized-area fraction occupied by adder cells is 7.97%. Averaged over all synthesized cells, the footprint is 9.00 um2. The worst hold path belongs to the class reg2reg.

The floorplan step records an initial core utilization of 31.3%. The clock tree from TritonCTS is built. The critical path class is reg2out. The final layout reports a setup TNS of 0 ns. The via density per instance is 4.68.

The report puts the cell count of the worst reg-to-reg path at 5. The power per cell area is 715 mW/mm2. The reported max-cap violation count is 0. The maximum number of pins on one net before global-route repair is 17. The required time at the endpoint of the critical path is 1.92 ns. The horizontal extent of the die is 109 um. After detailed routing, the average wire length per cell comes to 11.0 um. In this design, the stage delay of the slowest critical-path cell is 0.46 ns. The cell-mix breakdown from Yosys lists the XOR/XNOR area share as 6.84%.
## metal layers
metal | GRT usage [%] | share of wire (%) | up-vias
li1 | - | - | 1418
met1 | 16.4 | 50 | 1240
met2 | 17.2 | 44 | 45
met3 | 3.08 | 4.7 | 4
met4 | 1.33 | 0.83 | 0
met5 | 0 | 0 | -
## cells in the final DEF, fill, tap and decap left out, types with 7 or more instances in the layout
cell,count
sky130_fd_sc_hd__xor2_1,17
sky130_fd_sc_hd__ha_1,16
sky130_fd_sc_hd__nor2_1,67
sky130_fd_sc_hd__dfxtp_1,28
sky130_fd_sc_hd__nand3_1,14
sky130_fd_sc_hd__nor2b_1,7
sky130_fd_sc_hd__clkdlybuf4s50_1,26
sky130_fd_sc_hd__buf_4,20
sky130_fd_sc_hd__clkbuf_16,10
sky130_fd_sc_hd__nand2_1,29
sky130_fd_sc_hd__nand2b_1,19
sky130_fd_sc_hd__inv_1,11
sky130_fd_sc_hd__xnor2_1,10
sky130_fd_sc_hd__a21oi_1,26
sky130_fd_sc_hd__nand4_1,10
sky130_fd_sc_hd__o21ai_0,13
sky130_fd_sc_hd__edfxtp_1,32
## area by class of cell
cell class              count  area [um2]  share of cell area (%)
clock buffers              12         258                    5.81
clock inverters             4        43.8                   0.987
inverters                  17        63.8                    1.44
multi-input cells         292        1840                    41.4
flip-flops and latches     62        1570                    35.3
well taps                 140         175                    3.95
repair buffers             52         493                    11.1
## worst min-delay path by stage
stage	slack [ns]	cells past startpoint	end	from
after CTS	0.39	0	debounce_UM.last_state$_DFF_P_	debounce_UM.debounced_signal$_SDFFE_PN1N_
after global routing	0.40	0	debounce_UM.last_state$_DFF_P_	debounce_UM.debounced_signal$_SDFFE_PN1N_
final	0.39	0	debounce_UG.last_state$_DFF_P_	debounce_UG.debounced_signal$_SDFFE_PN1N_
## where the power goes
group / internal [mW] / switching (mW)
clock network: 0.858 / 0.412
logic: 0.402 / 0.291
registers: 1.16 / 0.0508
total: 2.42 / 0.754
## flip-flops by register name (all words and copies together) (netlist names)
| register | cells |
|---|---|
| prescaler_unit.count_1000Hz | 16 |
| prescaler_unit.count_1_60Hz | 16 |
| debounce_UM.last_state | 1 |
| clock_unit.min_units | 4 |
| clock_unit.hour_tens | 4 |
| prescaler_unit.pulse_1_60Hz | 1 |
| prescaler_unit.pulse_1000Hz | 1 |
| debounce_UG.debounced_signal | 1 |
| clock_unit.hour_units | 4 |
| debounce_UM.shiftregister | 4 |
| debounce_UM.debounced_signal | 1 |
| debounce_UG.shiftregister | 4 |
| clock_unit.min_tens | 4 |
| debounce_UG.last_state | 1 |
## Yosys cell counts
library cell               number  share of area [%]
sky130_fd_sc_hd__a21o_1         1               0.22
sky130_fd_sc_hd__a21oi_1       32                4.6
sky130_fd_sc_hd__a31oi_1        3               0.54
sky130_fd_sc_hd__and2_1         2               0.36
sky130_fd_sc_hd__and3_1         5               0.91
sky130_fd_sc_hd__and4_1         4                1.0
sky130_fd_sc_hd__buf_2          2               0.29
sky130_fd_sc_hd__buf_6          1               0.33
sky130_fd_sc_hd__clkbuf_1      10                1.1
sky130_fd_sc_hd__dfxtp_1       30                 17
sky130_fd_sc_hd__edfxtp_1      32                 28
sky130_fd_sc_hd__ha_1          22                8.0
sky130_fd_sc_hd__inv_1         17                1.8
sky130_fd_sc_hd__mux2_2         1               0.33
sky130_fd_sc_hd__mux2i_1        4                1.2
sky130_fd_sc_hd__nand2_1       30                3.3
sky130_fd_sc_hd__nand2b_1      20                3.6
sky130_fd_sc_hd__nand3_1       14                2.0
sky130_fd_sc_hd__nand3b_1       1               0.22
sky130_fd_sc_hd__nand4_1       10                1.8
sky130_fd_sc_hd__nand4b_1       1               0.25
sky130_fd_sc_hd__nor2_1        67                7.3
sky130_fd_sc_hd__nor2b_1        7                1.3
sky130_fd_sc_hd__nor3_1         3               0.43
sky130_fd_sc_hd__nor3_2         1               0.29
sky130_fd_sc_hd__nor3b_1        1               0.22
sky130_fd_sc_hd__nor3b_2        1               0.36
sky130_fd_sc_hd__nor4_1         3               0.54
sky130_fd_sc_hd__o2111a_1       1               0.33
sky130_fd_sc_hd__o21a_1         2               0.43
sky130_fd_sc_hd__o21ai_0       16                2.3
sky130_fd_sc_hd__o32ai_1        1               0.25
sky130_fd_sc_hd__or2_2          7                1.3
sky130_fd_sc_hd__or3_1          3               0.54
sky130_fd_sc_hd__or4b_1         2               0.58
sky130_fd_sc_hd__xnor2_1       10                2.5
sky130_fd_sc_hd__xor2_1        17                4.3
## through the flow
| step | setup WS (ns) | cell area, um2 |
|---|---|---|
| 2_1_floorplan | 0.118 | 3460 |
| 3_3_place_gp | 0.284 | 3960 |
| 3_5_place_dp | 0.274 | 3960 |
| 4_1_cts | 0.00112 | 4310 |
| 5_1_grt | -0.00245 | 4440 |
| 6_report | 0.0960 | 4440 |
## kinds of logic after synthesis
group | Yosys count
xor gates and xnor gates | 27
buffers and inverters | 30
muxes | 5
adders and majority gates | 22
and+or+nand+nor | 182
AOI/OAI and AO/OA | 56
DFF | 62
## critical path, delay by kind of cell, from the launching register on
kind,cells,cell delay [ns]
compound gates,2,0.19
flops,1,0.46
buf+inv,2,0.58
simple gates,1,0.27
## what timing repair did
item,in CTS,in global routing
endpoints found under the setup margin,5,18
pin swaps,0,9
resized,4,29
setup buffers,5,7
Power is estimated from default activity; no workload was simulated.
